<file path="flow/design.v">
`timescale 1ns / 1ps
module ALU(
    input [3:0] ALU_OP,
    input [31:0] A,
    input [31:0] B,
    output [31:0] F,
    output ZF,
    output OF,
    output SF,
    output CF,
    output PF
    );
    reg [31:0] A_reg, B_reg, F_reg;
    reg C0_add, C0_sub, Cout;
    wire Cout_add, Cout_sub;
    wire [31:0] F_add, F_sub;
    initial begin
        C0_add = 1'b0;
        C0_sub = 1'b1;
    end
    always @* begin
        A_reg <= A;
        B_reg <= B;
        case(ALU_OP)
            4'b0000: F_reg <= A_reg & B_reg;   
            4'b0001: F_reg <= A_reg | B_reg;    
            4'b0010: F_reg <= A_reg ^ B_reg;    
            4'b0011: F_reg <= ~(A_reg | B_reg);    
            4'b0100: begin F_reg <= F_add; Cout <= Cout_add; end    
            4'b0101: begin F_reg <= F_sub; Cout <= Cout_sub; end    
            4'b0110: F_reg <= (A_reg < B_reg);    
            4'b0111: F_reg <= B_reg << A_reg;    
            4'b1000: begin F_reg <= A_reg + 1; A_reg <= F_reg; end    
        endcase
    end
    LCA_32 Adder(.A(A_reg), .B(B_reg), .C0(C0_add), .F(F_add), .C2(Cout_add));
    LCA_32 Suber(.A(A_reg), .B(~B_reg), .C0(C0_sub), .F(F_sub), .C2(Cout_sub));
    assign F = F_reg;
    assign ZF = (F==32'h0000_0000);
    assign OF = A_reg[31]^B_reg[31]^F_reg[31]^Cout;
    assign SF = A_reg[31];
    assign CF = Cout;
    assign PF = ~^F;
endmodule
`timescale 1ns / 1ps
module LCA_32(
    input [31:0] A,
    input [31:0] B,
    input C0,
    output [31:0] F,
    output C2       );
    wire [2:0] C;
    reg [1:0] P, G;
    reg [7:0] P_t, G_t;
    wire [31:0] p,g;
    assign p = A | B;
    assign g = A & B;
    task cal_PG_4;
        input [3:0] p,g;
        output reg P,G;
        begin
            P = p[3] & p[2] & p[1] & p[0];
            G = g[3] | p[3] & g[2] | p[3] & p[2] & g[1] | p[3] & p[2] & p[1] & g[0];
        end
    endtask
    always @* begin
        cal_PG_4(p[3:0],g[3:0],P_t[0],G_t[0]);
        cal_PG_4(p[7:4],g[7:4],P_t[1],G_t[1]);
        cal_PG_4(p[11:8],g[11:8],P_t[2],G_t[2]);
        cal_PG_4(p[15:12],g[15:12],P_t[3],G_t[3]);
        cal_PG_4(p[19:16],g[19:16],P_t[4],G_t[4]);
        cal_PG_4(p[23:20],g[23:20],P_t[5],G_t[5]);
        cal_PG_4(p[27:24],g[27:24],P_t[6],G_t[6]);
        cal_PG_4(p[31:28],g[31:28],P_t[7],G_t[7]);
        cal_PG_4(P_t[3:0],G_t[3:0],P[0],G[0]);
        cal_PG_4(P_t[7:4],G_t[7:4],P[1],G[1]);
    end
    assign C[0] = C0;
    assign C[1] = G[0] | P[0] & C[0];
    assign C[2] = G[1] | P[1] & G[0] | P[1] & P[0] & C[0];
    LCA_16 uu1(A[15:0], B[15:0], C[0], F[15:0], );
    LCA_16 uu2(A[31:16], B[31:16], C[1], F[31:16], );
    assign C2 = C[2];
endmodule
module LCA_16(    
    input [15:0] A,
    input [15:0] B,
    input C0,
    output [15:0] F,
    output C4       );
    wire [4:0] C;
    reg [3:0] P, G;
    wire [15:0] p, g;
    assign p = A | B;
    assign g = A & B;
    task cal_PG;
        input [3:0] p,g;
        output reg P,G;
        begin
            P = p[3] & p[2] & p[1] & p[0];
            G = g[3] | p[3] & g[2] | p[3] & p[2] & g[1] | p[3] & p[2] & p[1] & g[0];
        end
    endtask
    always @* begin
        cal_PG(p[3:0],g[3:0],P[0],G[0]);
        cal_PG(p[7:4],g[7:4],P[1],G[1]);
        cal_PG(p[11:8],g[11:8],P[2],G[2]);
        cal_PG(p[15:12],g[15:12],P[3],G[3]);        
    end    
    assign C[0] = C0;
    assign C[1] = G[0] | P[0] & C[0];
    assign C[2] = G[1] | P[1] & G[0] | P[1] & P[0] & C[0];
    assign C[3] = G[2] | P[2] & G[1] | P[2] & P[1] & G[0] | P[2] & P[1] & P[0] & C[0];
    assign C[4] = G[3] | P[3] & G[2] | P[3] & P[2] & G[1] | P[3] & P[2] & P[1] & G[0] | P[3] & P[2] & P[1] & P[0] & C[0];
    LCA_Adder uu1(A[3:0], B[3:0], C[0], F[3:0], );
    LCA_Adder uu2(A[7:4], B[7:4], C[1], F[7:4], );
    LCA_Adder uu3(A[11:8], B[11:8], C[2], F[11:8], );
    LCA_Adder uu4(A[15:12], B[15:12], C[3], F[15:12], );
    assign C4 = C[4];
endmodule
module LCA_Adder(
    input [3:0] A,
    input [3:0] B,
    input C0,
    output [3:0] F,
    output C4       );
    wire [4:0] C;
    wire [3:0] P, G;
    assign P = A | B;
    assign G = A & B;
    assign C[0] = C0;
    assign C[1] = G[0] | P[0] & C[0];
    assign C[2] = G[1] | P[1] & G[0] | P[1] & P[0] & C[0];
    assign C[3] = G[2] | P[2] & G[1] | P[2] & P[1] & G[0] | P[2] & P[1] & P[0] & C[0];
    assign C[4] = G[3] | P[3] & G[2] | P[3] & P[2] & G[1] | P[3] & P[2] & P[1] & G[0] | P[3] & P[2] & P[1] & P[0] & C[0];
    full_adder uu1(A[0], B[0], C[0], F[0], );
    full_adder uu2(A[1], B[1], C[1], F[1], );
    full_adder uu3(A[2], B[2], C[2], F[2], );
    full_adder uu4(A[3], B[3], C[3], F[3], );
    assign C4 = C[4];
endmodule
module full_adder(A, B, Cin, Sum, Cout);
    input A, B, Cin;
    output Sum, Cout;
    wire S1, T1, T2, T3;
    xor uu1(S1, A, B);
    xor uu2(Sum, S1, Cin);
    and uu3(T1, A, B);
    and uu4(T2, A, Cin);
    and uu5(T3, B, Cin);
    or  uu6(Cout, T1, T2, T3);
endmodule
`timescale 1ns / 1ps
module NumDisplay(clk, data, which, seg,
    count, digit);  
    input clk;  
    input [32:1] data;  
    output reg [2:0] which = 0;  
    output reg [7:0] seg;  
    output reg [10:0] count = 0;  
    always @(posedge clk) count <= count + 1'b1;
    always @(negedge clk) if (&count) which <= which + 1'b1;
    output reg [3:0] digit;  
    always @* case (which)
        0: digit <= data[32:29];  
        1: digit <= data[28:25];
        2: digit <= data[24:21];
        3: digit <= data[20:17];
        4: digit <= data[16:13];
        5: digit <= data[12:09];
        6: digit <= data[08:05];
        7: digit <= data[04:01];  
    endcase
    always @* case (digit)  
        4'h0: seg <= 8'b0000_0011;  
        4'h1: seg <= 8'b1001_1111;  
        4'h2: seg <= 8'b0010_0101;
        4'h3: seg <= 8'b0000_1101;
        4'h4: seg <= 8'b1001_1001;
        4'h5: seg <= 8'b0100_1001;
        4'h6: seg <= 8'b0100_0001;
        4'h7: seg <= 8'b0001_1111;
        4'h8: seg <= 8'b0000_0001;
        4'h9: seg <= 8'b0000_1001;
        4'hA: seg <= 8'b0001_0001;
        4'hB: seg <= 8'b1100_0001;
        4'hC: seg <= 8'b0110_0011;
        4'hD: seg <= 8'b1000_0101;
        4'hE: seg <= 8'b0110_0001;
        4'hF: seg <= 8'b0111_0001;
    endcase
endmodule  
`timescale 1ns / 1ps
module top(
    input [1:32] sw,
    input [1:6] swb,
    input clk,
    output [2:0] which,
    output [7:0] seg,
    output reg enable=1,
    output [1:32] led
    );
    reg [2:0] ALU_OP;
    reg [31:0] A;
    reg [31:0] B;
    wire [31:0] F;
    wire ZF;
    wire OF;
    wire SF;
    wire CF;
    wire PF;
    reg [5:0] show_mode;
    reg [31:0] data;
    initial begin
        data = 32'h0000_0000;
        show_mode = 6'b000000;
    end
    ALU ALU(.ALU_OP(ALU_OP), .A(A), .B(B), .F(F), .ZF(ZF), .OF(OF), .SF(SF), .CF(CF), .PF(PF));
    always @(posedge |swb) begin
        case (swb)
            6'b100000: begin A <= sw; show_mode <= 6'b100000; end
            6'b010000: begin B <= sw; show_mode <= 6'b010000; end
            6'b001000: begin ALU_OP <= sw[1:4]; show_mode <= 6'b001000; end
            6'b000100: begin show_mode <= 6'b000100; end
            6'b000010: begin show_mode <= 6'b000010; end
            6'b000001: begin show_mode <= 6'b000001; end
            6'b000110: begin show_mode <= 6'b000000; end
        endcase
    end
    always @* begin
        case (show_mode)
            6'b000000: data <= sw;
            6'b100000: data <= A;
            6'b010000: data <= B;
            6'b001000: data <= sw;
            6'b000100: data <= A;
            6'b000010: data <= B;
            6'b000001: data <= F;
        endcase
    end
    NumDisplay Display(.clk(clk), .data(data), .which(which), .seg(seg));
    assign led[1] = ZF;
    assign led[2] = OF;
    assign led[3] = SF;
    assign led[4] = CF;
    assign led[5] = PF;
    assign led[6:32] = 0;
endmodule
</file>
<file path="flow/run.sh">
#!/bin/bash
# OpenROAD 26Q1-2900-gdf79404cd8, Yosys 0.63+post, stock flow scripts
make -C /OpenROAD-flow-scripts/flow DESIGN_CONFIG=/design/flow/config.mk WORK_HOME=/design/flow/orfs finish
</file>
<file path="flow/config.mk">
export PLATFORM = sky130hd
export DESIGN_NAME = top
export DESIGN_NICKNAME = top
export VERILOG_FILES = /design/flow/design.v
export SDC_FILE = /design/flow/constraint.sdc
export NUM_CORES = 4
export LEC_CHECK = 1
export CORE_UTILIZATION = 40
</file>
<file path="flow/constraint.sdc">
current_design top

set clk_period 5.0
set clk_io_pct 0.2

create_clock -name clk0 -period $clk_period [get_ports {clk}]

set non_clock_inputs [all_inputs -no_clocks]
set_input_delay [expr $clk_period * $clk_io_pct] -clock clk0 $non_clock_inputs
set_output_delay [expr $clk_period * $clk_io_pct] -clock clk0 [all_outputs]
</file>
==> flow_summary.toml <==
# yosys + openroad results
[outcome]
status = "complete, but fails checks"
violations = "negative setup slack"

[final_timing]
fin_skew_ns = 0.0817
rsz0062_at_grt = "true"
unclocked_pins = 138
hold_viol = 0
slew_viol_final = 0
setup_ws_ns = -1.18
max_slew_margin = 0.332
worst_pin_slew_ns = 0.998
unconstrained_endpoints = 216
setup_viol = 7

[worst_hold_path]
hold_depth = 1
hold_start = "Display.count[10]"
min_path_type = "reg -> reg"
holdPathEnd = "Display.count[10]"

[routing]
wl_per_cell_um = 22.4
vias_per_cell = 5.67
vias = 11800
antenna_cells = 0
drt_iter0_drc = 997
ant_nets = 0
dr.pass1.iters = 9
wl_mm = 46.4
drc = 0

[power]
leakagePower_nw = 6.32
p_clk_frac = 0.288
vdd_drop_max_v = 0.000211
p_sw_frac = 0.318
sequentialPowerShare = 0.316
p_sw_uw = 182
comb_power_share = 0.396
powerDensity_mw_per_mm2 = 39.0
p_int_uw = 392

[logic_synthesis]
topCellsByArea = "edfxtp_1 (17%), ha_1 (15%), dlxtn_1 (7.5%), a21oi_1 (5.0%), inv_1 (4.4%)"
async_flop_share = 0
syn_area_per_cell_um2 = 8.36
largest_area_cell = "edfxtp_1"
synth_flops = 152
synth-area-yosys_mm2 = 0.0131
flop_cell = "edfxtp_1"
syn_area_mm2 = 0.0131
top_area_frac = 0.175
yosysWarnings = 267
edf_count = 76
syn_inst = 1561
synthDistinctLibCells = 79
ys_cells = 1561

[critical_path]
cpPeakStageDelay_ns = 0.50
cp_max_fo = 4
crit_start = "Display.which[0]"
arrival_ns = 5.18
r2r_start = "Display.count[2]"
worst_path_max_delay_cell = "a222oi_1"
crit_top_cell = "ha_4"
crit_family = "AND-OR/OR-AND gates"
r2r_slack_ns = 0.95
endpoint_kind = "output port"
path_class = "reg -> out"
ff2ff_path_depth = 4
cp.required_ns = 4.00
worstPathCellList = "ha_4 > ha_4 > a222oi_1 > a41oi_4 > inv_2 > buf_6 > ha_4 > o22ai_2 > a31oi_2 > buf_2"
critical_path_buf_inv_count = 3
cp-start-kind = "register"
rr_endpoint = "Display.which[0]"

[clocking]
cts_hold_buf = 0
clk_transition_reported_paths_ns = 0.04
numCtsBuffers = 3
clk_latency_ns = 0.32
cts_max_level = 1
cts_tree = "yes"
clock_path_buffers = 2
cts_root_buf = "clkbuf_16"

[run]
warnings = 136
cap_viol_max_count = 0

[place]
hpwlAfterDp_mm = 36.1
placedCellCount = 2050
numPortBuffers = 53
gp_congestion = 1.04

[global_route]
antenna_found_initial = 2
grt_util_all_layers = 0.290
grt_max_degree = 74
grt_pass1_vias = 11400
grt_pass1_wl_mm = 69.7
globalRouteOverflowTotal = 0

[die]
fp.dieH_um = 183
die_area_mm2 = 0.0334
coreArea_mm2 = 0.0318
fp_util = 0.411
ioPinCount = 83
die_x_um = 183
rows = 65

[final_layout]
final_cells = 2076
final_common_cell = "inv_1"
lay_top_cells = "inv_1 (152), ha_1 (145), nand2_1 (144), a21oi_1 (130), nor2_1 (127)"
area_growth_pct = 12.7
layout-drive-gt1-share = 0.101
fillCellCount = 3092
utilization = 0.463
## power groups by stage
stage | sequential [mW] | combinational (mW) | clock [mW]
6_report | 0.182 | 0.227 | 0.165
5_1_grt | 0.183 | 0.250 | 0.174
4_1_cts | 0.182 | 0.225 | 0.168
## routing by layer
| layer | wire length [um] | track usage | up-vias |
|---|---|---|---|
| met1 | 19700 | 0.413 | 5518 |
| met3 | 4480 | 0.0787 | 80 |
| met2 | 20800 | 0.449 | 510 |
| met5 | 13 | 0 | - |
| met4 | 1420 | 0.0729 | 2 |
| li1 | - | - | 5669 |
## repair_timing
action / 4_1_cts / 5_1_grt
cloned: 0 / 0
setup endpoints to repair: 7 / 8
setup buffers: 21 / 0
gates resized: 54 / 14
pin swaps: 21 / 15
## synth_stat cells (all sizes together), types with 11 or more instances
master and count:
clkbuf 59, and3 13, nand2 146, nand3 15, fa 13, o21bai 19, mux2i 36, o221ai 11
a222oi 38, ha 157, buf 45, a221oi 15, dlxtn 65, o22ai 24, xnor2 44, a21oi 131
nor2 129, o21ai 73, inv 158, nor4 19, xor2 18, nor3 33, edfxtp 76, mux4 15
a31oi 13, dfxtp 11, mux2 13, a211oi 22, nor2b 15
## final cells by class
cell class | instances | area [um^2] | area share
Clock inverter | 3 | 11.3 | 0.000765
Timing Repair Buffer | 119 | 1030 | 0.0703
Tap cell | 435 | 544 | 0.0370
Sequential cell | 152 | 3480 | 0.236
Clock buffer | 4 | 82.6 | 0.00561
Inverter | 160 | 606 | 0.0412
Multi-Input combinational cell | 1203 | 8950 | 0.609
## metrics by stage
stage | TNS, ns | area (um^2) | hold slack, ns | power, mW | worst slack [ns]
after global placement | -8.12 | 14300 | 0.429 | 0.397 | -1.20
after global routing | -8.77 | 14700 | 0.477 | 0.608 | -1.30
after floorplan | -2.69 | 13400 | 0.406 | 0.305 | -0.421
final | -7.92 | 14700 | 0.451 | 0.574 | -1.18
after CTS | -8.22 | 14700 | 0.451 | 0.574 | -1.24
after detailed placement | -8.47 | 14300 | 0.432 | 0.397 | -1.26
## worst max path at each step
| stage | cells past startpoint | to |
|---|---|---|
| 4_1_cts | 10 | seg[7] |
| 5_1_grt | 10 | seg[4] |
| 6_report | 10 | seg[7] |
## cell families (layout without fill, tap and decap cells)
group,after synthesis,in the layout,share of synthesized area
fa+ha+maj,171,171,0.171
buf+inv,265,286,0.0863
flops,87,87,0.192
other cells,2,61,0.000575
compound gates,424,424,0.222
simple gates,421,421,0.147
xor+xnor,62,62,0.0416
mux,64,64,0.0647
latches,65,65,0.0747
Power and IR drop assume default switching activity.
