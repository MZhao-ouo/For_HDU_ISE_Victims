<file path="flow/run.sh">
#!/bin/bash
# OpenROAD 26Q1-2900-gdf79404cd8, Yosys 0.63+post, stock flow scripts
make -C /OpenROAD-flow-scripts/flow DESIGN_CONFIG=/design/flow/config.mk WORK_HOME=/design/flow/orfs finish
</file>
<file path="flow/config.mk">
export PLATFORM = sky130hd
export DESIGN_NAME = board
export DESIGN_NICKNAME = board
export VERILOG_FILES = /design/flow/design.v
export SDC_FILE = /design/flow/constraint.sdc
export NUM_CORES = 4
export LEC_CHECK = 1
export CORE_AREA = 10 10 80 80
export DIE_AREA = 0 0 90 90
</file>
<file path="flow/constraint.sdc">
current_design board

set clk_period 3.3
set clk_io_pct 0.2

create_clock -name clk0 -period $clk_period [get_ports {clk}]

set non_clock_inputs [all_inputs -no_clocks]
set_input_delay [expr $clk_period * $clk_io_pct] -clock clk0 $non_clock_inputs
set_output_delay [expr $clk_period * $clk_io_pct] -clock clk0 [all_outputs]
</file>
<file path="flow/design.v">
`timescale 1ns / 1ps
module board(
    input [1:32] sw,
    input [1:6] swb,
    input clk,
    output [2:0] which,
    output [7:0] seg,
    output reg enable=1,
    output [1:32] led
    );
    wire [1:32] data;
    reg somebutton1, somebutton2;
    reg someswitch1, someswitch2;
    always @* begin
        somebutton1 = swb[1];
        somebutton2 = swb[2];
        someswitch1 = sw[1];
        someswitch2 = sw[2];
    end
    NumDisplay Display(.clk(clk), .data(ND_data), .which(which), .seg(seg));
    assign led = data;
endmodule
`timescale 1ns / 1ps
module NumDisplay(clk, data, which, seg,
    count, digit);  
    input clk;  
    input [32:1] data;  
    output reg [2:0] which = 0;  
    output reg [7:0] seg;  
    output reg [10:0] count = 0;  
    always @(posedge clk) count <= count + 1'b1;
    always @(negedge clk) if (&count) which <= which + 1'b1;
    output reg [3:0] digit;  
    always @* case (which)
        0: digit <= data[32:29];  
        1: digit <= data[28:25];
        2: digit <= data[24:21];
        3: digit <= data[20:17];
        4: digit <= data[16:13];
        5: digit <= data[12:09];
        6: digit <= data[08:05];
        7: digit <= data[04:01];  
    endcase
    always @* case (digit)  
        4'h0: seg <= 8'b0000_0011;  
        4'h1: seg <= 8'b1001_1111;  
        4'h2: seg <= 8'b0010_0101;
        4'h3: seg <= 8'b0000_1101;
        4'h4: seg <= 8'b1001_1001;
        4'h5: seg <= 8'b0100_1001;
        4'h6: seg <= 8'b0100_0001;
        4'h7: seg <= 8'b0001_1111;
        4'h8: seg <= 8'b0000_0001;
        4'h9: seg <= 8'b0000_1001;
        4'hA: seg <= 8'b0001_0001;
        4'hB: seg <= 8'b1100_0001;
        4'hC: seg <= 8'b0110_0011;
        4'hD: seg <= 8'b1000_0101;
        4'hE: seg <= 8'b0110_0001;
        4'hF: seg <= 8'b0111_0001;
    endcase
endmodule  
</file>
==> flow_summary_export.csv <==
group,metric,value,unit
yosys,ys_sh_xor,10.53,%
drt,wirelength,1205,um
pwr,p_switching,0.00006233,W
cells_and_area,drive_above_1_share,10.42,%
pwr,p_int,0.0002644,W
pwr,power_frac_clock,45.7,%
grt,track_usage,2.627,%
worst_setup_path,cp_data_required_time,2.64,ns
yosys,area_leaders,"buf_4, dfxtp_1, edfxtp_1, xnor2_1, ha_1",
pwr,ir_worst_vdd,97.47,uV
yosys,yosysWarnings,37,
pwr,seq_power_share,53.4,%
grt,antenna_found_initial,0,
worst_hold_path,min_path_type,"reg2reg",
drt,vias,419,
pwr,p_per_area,378.5,nW/um2
grt,grt_max_degree,9,
clock_network,path_clk_slew,0.05,ns
clock_network,clk-insertion-delay-late,0.30,ns
floorplan,ioPinCount,83,
yosys,synth_cell_types,16,
yosys,synth-main-ff-cell,"dfxtp_1",
worst_setup_path,critPathTopFamily,"flip-flops",
timing,hold_viol,0,
floorplan,chipArea,8100,um2
pwr,swShare,19.08,%
timing,setup-violations-final,0,
timing,setup_tns,0,ns
yosys,synthDominantCellAreaShare,36.99,%
status,status,"complete, no violations",
flow_run,warning_count,66,
timing,slew_violations,0,
yosys,netlist_area,832.0,um2
worst_setup_path,worstPathMaxFanout,2,
clock_network,numClockSinks,14,
worst_setup_path,crit_type,"reg2out",
timing,rsz0062_at_grt,"no",
floorplan,fp_util,17.62,%
clock_network,cts_buffers,3,
yosys,common_cells,"buf_4, dfxtp_1, xnor2_1, inv_1",
clock_network,clk_path_buf_depth,2,
drt,vias_per_cell,2.571,
yosys,synthArstFlopShare,0,%
yosys,ys_cells,85,
timing,skew,0.06335,ns
drt,drtIter0Drc,19,
yosys,ys_chip_area,832.0,um2
drt,n_antenna_cell,0,
clock_network,cts_hold_buf,0,
yosys,compound_area_share,0,%
yosys,top_logic_kind,"buffers and inverters",
worst_setup_path,max_stage_delay,0.36,ns
pwr,p_leak,0.4144,nW
yosys,edf_count,3,
clock_network,root_buffer,"clkbuf_8",
floorplan,die_w,90,um
floorplan,core_area,4723,um2
yosys,synth_flop_count,14,
yosys,synth_area_leader_cell,"buf_4",
pwr,power_frac_comb,0.9,%
clock_network,cts_tree,"done",
yosys,synth_seq_share,37.29,%
yosys,yosys.cell_count.top_type,"buf_4",
floorplan,die_h,90,um
worst_setup_path,start_kind,"flop",
cells_and_area,syn_to_final_growth,3.759,%
floorplan,core.rowCount,25,
timing,fin_hold_ws,0.4532,ns
drt,post_drt_wl_per_cell,7.393,um
worst_setup_path,crit_path_top_delay_cell,"edfxtp_1",
drt,drt-pass1-iter-count,2,
grt,grt_pass1_vias,488,
placed_design,gp_congestion,0.7398,
grt,gr-total-overflow,0,
drt,drtAntennaViolNets,0,
drt,drc_errors,0,
worst_setup_path,cp_num_buf_inv,1,
worst_setup_path,end_kind,"output port",
yosys,synth_cells,85,
worst_setup_path,crit_chain,"dlygate4sd2_1",
yosys,ys_sh_simple,9.474,%
placed_design,io_buffer_count,3,
placed_design,dp_hpwl,1025,um
worst_setup_path,arrival,2.57,ns
clock_network,h-tree-depth,1,
flow_run,drv_cap,0,
yosys,muxShareOfSynthArea,0,%
grt,grt_pass1_wl,1945,um
yosys,synth_adder_area_share,3.008,%
yosys,synth_area_per_cell,9.789,um2
-- power by group through the flow --
| stage | Combinational, W | Sequential [W] | Clock (W) |
|---|---|---|---|
| 5_1_grt | 0.00000525 | 0.000174 | 0.000167 |
| 4_1_cts | 0.00000437 | 0.000174 | 0.000156 |
| 6_report | 0.00000285 | 0.000175 | 0.000149 |
-- worst paths after layout --
path / startpoint / to / slack, ns / depth (start not counted)
setup / recovery: Display.which[0]$_DFFE_NP_ / which[0] / 0.07 / 1
hold reg to reg: Display.count[8]$_DFF_P_ / Display.count[8]$_DFF_P_ / 0.45 / 1
hold / removal: Display.count[8]$_DFF_P_ / Display.count[8]$_DFF_P_ / 0.45 / 1
setup reg to reg: Display.count[2]$_DFF_P_ / Display.which[1]$_DFFE_NP_ / 0.38 / 3
-- state kept, by name (all words and copies together), names as in the netlist --
signal,flops
Display.which,3
Display.count,11
-- layout by cell type, fill, tap and decap left out, drive strengths merged --
master and n:
ha 2, xor2 2, xnor2 8, nor2 1, dfxtp 11, nand3 3
clkbuf 4, nand2 1, buf 4, conb 41, nand4 4, and4 1
dlygate4sd2 3, and3 2, inv 6, edfxtp 3
-- routing by layer --
layer | up-vias | GRT usage, % | share of wire [%]
met5 | - | 0 | 0
met4 | 0 | 1.194 | 3.3
met3 | 2 | 0.6706 | 4.9
met2 | 28 | 3.874 | 41
met1 | 179 | 3.529 | 51
li1 | 210 | - | -
-- timing repair --
| item | 4_1_cts | 5_1_grt |
|---|---|---|
| resized | 3 | 0 |
| endpoints found under the setup margin | 3 | 0 |
| setup buffers | 3 | 0 |
-- cells by family (layout without fill, tap and decap cells) --
family                   after synthesis  count (layout)
XOR/XNOR                              10              10
adder cells (fa/ha/maj)                2               2
buffers and inverters                 45              17
flip-flops                            14              14
other                                  2              41
AND/OR/NAND/NOR                       12              12
-- area by class of cell --
type | count | area (um2)
sequential | 14 | 310.3
fill | 528 | 3860
multi-input combinational | 65 | 345.3
clock inverter | 3 | 11.26
clock buffer | 4 | 45.04
tap | 67 | 83.83
inverter | 3 | 11.26
timing repair buffer | 7 | 56.30
-- stage by stage --
step | cells | worst slack, ns | util [%] | cell area, um2 | power [W]
final | 163 | 0.07429 | 18.28 | 863.3 | 0.0003267
after global routing | 163 | 0.005993 | 18.28 | 863.3 | 0.0003465
after CTS | 163 | 0.06437 | 18.28 | 863.3 | 0.0003349
after detailed placement | 154 | 0.1467 | 16.77 | 792.0 | 0.0001895
after global placement | 154 | 0.1592 | 16.77 | 792.0 | 0.0001899
after floorplan | 124 | 0.3849 | - | 978.4 | 0.0002197
No activity file was given, so power comes from the tool's default toggle rates.
