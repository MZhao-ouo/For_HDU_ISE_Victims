## ./design.v

```verilog
`timescale 1ns / 1ps
module RegisterFile(
    input [4:0] R_Addr_A,
    input [4:0] R_Addr_B,
    input [4:0] W_Addr,
    input [31:0] W_Data,
    input reset,
    input clk,
    input Write_Reg,
    output [31:0] R_Data_A,
    output [31:0] R_Data_B
    );
    reg [31:0] REG_Files[0:31];
    reg [5:0] i;
    assign reset_ = ~reset;
    always  @(posedge clk or negedge reset_) begin
        if(!reset_)
            for (i=0;i<=31;i=i+1)
                REG_Files[i] <= 32'h0000_0000;
        else begin
            if (Write_Reg && W_Addr!=0)
                REG_Files[W_Addr] <= W_Data;
        end
    end
    assign R_Data_A = REG_Files[R_Addr_A];
    assign R_Data_B = REG_Files[R_Addr_B];
endmodule
```

## ./run.sh

```bash
#!/bin/bash
# OpenROAD 26Q1-2900-gdf79404cd8, Yosys 0.63+post, stock flow scripts
make -C /OpenROAD-flow-scripts/flow DESIGN_CONFIG=/design/flow/config.mk WORK_HOME=/design/flow/orfs finish
```

## ./config.mk

```make
export PLATFORM = sky130hd
export DESIGN_NAME = RegisterFile
export DESIGN_NICKNAME = RegisterFile
export VERILOG_FILES = /design/flow/design.v
export SDC_FILE = /design/flow/constraint.sdc
export NUM_CORES = 4
export LEC_CHECK = 1
export CORE_UTILIZATION = 40
```

## ./constraint.sdc

```tcl
current_design RegisterFile

set clk_period 11.0
set clk_io_pct 0.2

create_clock -name clk0 -period $clk_period [get_ports {clk}]

set non_clock_inputs [all_inputs -no_clocks]
set_input_delay [expr $clk_period * $clk_io_pct] -clock clk0 $non_clock_inputs
set_output_delay [expr $clk_period * $clk_io_pct] -clock clk0 [all_outputs]
```

==> flow_metrics.env <==
# flow metrics
export IMPL_layout_cells_most_common="dfrtp_1"
export IMPL_dp_cells=5929
export IMPL_top_regs="REG_Files x1024"
export IMPL_cts_tree="done"
export IMPL_synth_area_top_cells="dfrtp_1 (50%), mux2_2 (22%), a22oi_1 (11%), buf_2 (1.9%), nand2_1 (1.8%)"
export IMPL_power_switching_mw=3.17
export IMPL_grt_first_pass_wirelength_um=364000
export IMPL_power_mw=10.9
export IMPL_grt_max_degree=127
export IMPL_dieArea_um2=130000
export IMPL_grt_util_all_layers=0.423
export IMPL_initCoreUtil=0.404
export IMPL_cts_root_buffer="clkbuf_16"
export IMPL_hold_buffers=0
export IMPL_ys_seq_elements=1024
export IMPL_final_cell_mix="dfrtp_1 (1024), mux2_2 (1001), a22oi_1 (778), nand2_1 (239), buf_4 (213)"
export IMPL_hold_viol_final=0
export IMPL_pwr_share_comb=0.141
export IMPL_slew_headroom=0.190
export IMPL_finClkSkew_ps=0
export IMPL_vias_per_cell=7.32
export IMPL_drcViolationCount=0
export IMPL_outcome="finished clean"
export IMPL_syn_avg_cell_area_um2=11.7
export IMPL_gp_congestion=1.06
export IMPL_route_vias_total=45100
export IMPL_ctsHtreeMaxLevel=3
export IMPL_p_per_area_nw_per_um2=186
export IMPL_grt_ovfl_total=0
export IMPL_arrival_ps=6710
export IMPL_synthFlopType="dfrtp_1"
export IMPL_critPathMaxFanout=31
export IMPL_syn2layout_area_growth_pct=14.1
export IMPL_synth_top_cell_area_share=0.497
export IMPL_portBuffers=113
export IMPL_p_leak_nw=25.6
export IMPL_clkPwrFrac=0.380
export IMPL_synth_chip_area_um2=51500
export IMPL_synth_edff_count=0
export IMPL_cts_sinks=1024
export IMPL_ys_warn_count=3
export IMPL_cts_resized=0
export IMPL_async_flop_share=1.00
export IMPL_cts_setup_buffers=0
export IMPL_ioPinCount=114
export IMPL_ys_cells=4398
export IMPL_synth_seq_share=0.497
export IMPL_cap_violations=0
export IMPL_fin_crit_sh=0.810
export IMPL_tightest_slew_ps=1210
export IMPL_drive_gt1_frac=0.342
export IMPL_ir_worst_vdd_mv=0.125
export IMPL_wirelength_um=268000
export IMPL_rows=131
export IMPL_clk_pin_slew_ps=50
export IMPL_die_y_um=361
export IMPL_cts_buffer_depth=3
export IMPL_die_w_um=361
export IMPL_design_core_area_um2=128000
export IMPL_period_needed_ps=8910
export IMPL_yosys_area_top_type="dfrtp_1"
export IMPL_clk_latency_ps=760
export IMPL_max_freq_ghz=0.112
export IMPL_instances_no_fill=6152
export IMPL_post_drt_wl_per_cell_um=43.5
export IMPL_place_ws_ps=2380
export IMPL_swShare=0.290
export IMPL_drt_iter0_markers=6100
export IMPL_cp_end_kind="output port"
export IMPL_setup_viol=0
export IMPL_hp_class="reg -> reg"
export IMPL_slew_violations=0
export IMPL_grt_pass1_vias=43700
export IMPL_p_seq_frac=0.479
export IMPL_internal_power_mw=7.76
export IMPL_regToRegSetupSlack_ps=10040
export IMPL_cp_required_ps=8800
export IMPL_antenna_found_initial=10
export IMPL_synth_cell_types=69
export IMPL_cts_buffers=111
export IMPL_regMostFlops="REG_Files"
export IMPL_hpwl_um=161000
export IMPL_critPathKind="in -> out"
export IMPL_ant_nets=0
export IMPL_start_kind="input port"
export IMPL_worst_slack_ps=2090
export IMPL_dr_pass1_iters=9
export IMPL_largest_register_ffs=1024
export IMPL_syn_cell_area_um2=51500
export IMPL_tns_ps=0
export IMPL_synth_cells=4398
export IMPL_rsz0062_at_grt="no"
export IMPL_log_warning_count=44
-- path summary, 6_finish.rpt --
path / start / end / depth (start not counted)
setup reg to reg: REG_Files[13][22]$_DFFE_PP0P_ / REG_Files[13][22]$_DFFE_PP0P_ / 1
setup / recovery: R_Addr_A[0] / R_Data_A[30] / 10
hold / removal: REG_Files[0][28]$_DFFE_PP0P_ / REG_Files[0][28]$_DFFE_PP0P_ / 0
min in group asynchronous: reset / REG_Files[3][5]$_DFFE_PP0P_ / 2
max in group asynchronous: reset / REG_Files[9][10]$_DFFE_PP0P_ / 5
hold reg to reg: REG_Files[0][28]$_DFFE_PP0P_ / REG_Files[0][28]$_DFFE_PP0P_ / 0
-- metal layers --
layer | GRT usage | wire length, um
met1 | 0.524 | 92700
met2 | 0.539 | 103000
met3 | 0.295 | 49300
met4 | 0.244 | 22300
met5 | 0.0277 | 404
-- final cells by class --
type                            instances  area (um2)
Fill cell                           11400       68800
Sequential cell                      1024       25600
Multi-Input combinational cell       2911       24300
Clock buffer                          159        3310
Timing Repair Buffer                  328        2770
Tap cell                             1662        2080
Clock inverter                         47         726
Antenna cell                           17        42.5
Inverter                                4        18.8
-- logic make-up after synthesis --
group | share of synthesized area
AOI/OAI and AO/OA | 0.156
muxes | 0.229
DFF | 0.497
and+or+nand+nor | 0.0761
buffers and inverters | 0.0425
-- power groups by stage --
stage / Combinational, mW / Clock, mW / Sequential, mW
finish: 1.54 / 4.15 / 5.24
global route: 1.62 / 4.31 / 5.29
CTS: 1.50 / 4.16 / 5.19
-- cells in the mapped netlist (13+ instances only) --
library cell and instances:
a21oi_1 90, a221oi_1 16, a222oi_1 22, a22o_1 42, a22oi_1 778, a31oi_1 17
a32oi_1 20, buf_1 28, buf_2 196, buf_4 38, clkbuf_1 188, dfrtp_1 1024
mux2_2 1001, mux2i_1 34, nand2_1 250, nand2b_1 18, nand3_1 45, nand4_1 91
nor2_1 168, nor2b_1 19, nor3_1 63, nor4_1 46, o21ai_0 22, o31ai_1 13
-- worst max-delay path: stages --
cell and delay [ps]:
clkdlybuf4s50_1 400, buf_4 270, or2_1 690, nor2_4 880
buf_4 700, a22oi_1 140, nand2_1 180, nor3_1 70
a21oi_1 510, clkdlybuf4s50_1 580
-- per-stage QoR --
step / hold slack (ps) / util / area (um2)
CTS: 403 / 0.460 / 58800
floorplan: 451 / - / 51600
global route: 411 / 0.460 / 58800
detailed placement: 389 / 0.429 / 54800
finish: 400 / 0.461 / 58800
global placement: 388 / 0.429 / 54800
Power and IR drop assume default switching activity.
